==> ./config.mk <==
export PLATFORM = sky130hd
export DESIGN_NAME = alu_unit
export DESIGN_NICKNAME = alu_unit
export VERILOG_FILES = /design/flow/design.v
export SDC_FILE = /design/flow/constraint.sdc
export NUM_CORES = 4
export LEC_CHECK = 1
export CORE_UTILIZATION = 30
==> ./constraint.sdc <==
current_design alu_unit

set clk_period 7.3
set clk_io_pct 0.2

create_clock -name clk0 -period $clk_period [get_ports {clk}]

set non_clock_inputs [all_inputs -no_clocks]
set_input_delay [expr $clk_period * $clk_io_pct] -clock clk0 $non_clock_inputs
set_output_delay [expr $clk_period * $clk_io_pct] -clock clk0 [all_outputs]
==> ./design.v <==
module alu_unit (
  input clk,
  input [2:0] funct,
  input [31:0] x,
  input [31:0] y,
  input alt,
  output reg [31:0] out
);
  always @(posedge clk) begin
    case (funct) 
      3'b000: begin   
        out <= alt ? (x - y) : (x + y);
      end
      3'b001: begin   
        out <= x << y[4:0];
      end
      3'b010: begin   
        out <= {31'b0, $signed(x) < $signed(y)};
      end
      3'b011: begin   
        out <= {31'b0, x < y};
      end
      3'b100: begin   
        out <= x ^ y;
      end
      3'b101: begin   
        out <= alt ? (x >>> y[4:0]) : (x >> y[4:0]);
      end
      3'b110: begin   
        out <= x | y;
      end
      3'b111: begin   
        out <= x & y;
      end
    endcase
  end
endmodule
==> ./run.sh <==
#!/bin/bash
# OpenROAD 26Q1-2900-gdf79404cd8, Yosys 0.63+post, stock flow scripts
make -C /OpenROAD-flow-scripts/flow DESIGN_CONFIG=/design/flow/config.mk WORK_HOME=/design/flow/orfs finish
==> impl_metrics.yaml <==
# flow metrics
run_status:
  status: "finished, final reports clean"
setup_path:
  crit_buf_inv: 4
  critPathLaunchType: "primary input"
  cp_top_family: "AND-OR/OR-AND gates"
  criticalPathCategory: "in -> reg"
  cp_slowest_cell: "o31ai_1"
  crit_fanout: 65
  cp_data_arrival_time_ns: 4.95
  cp_cell_sequence: "buf_2 -> buf_4 -> inv_1 -> buf_4 -> ha_1 -> o211ai_2 -> a31oi_1 -> o21ai_1 -> a21oi_1 -> o31ai_1 -> a21oi_1 -> a31oi_1 -> xor2_1 -> o221ai_1"
  worstSetupEndpointType: "register"
  cp_slowest_stage_delay_ns: 0.66
  required_ns: 7.45
floorplan:
  ios: 101
  rows: 62
  fp.dieW_um: 172
  core_mm2: 0.0286
  fp_util_pct: 30.5
  die_y_um: 172
  dieArea_mm2: 0.0297
synthesis:
  ys_cells: 1290
  synthArstFlopShare_pct: 0
  synth-edff-count: 0
  synth_top_flop_cell: "dfxtp_1"
  syn_inst: 1290
  adder_share_pct: 14.4
  synth-simple-area-share_pct: 19.3
  ys_area_mm2: 0.00872
  topCombFamilyByArea: "AND-OR/OR-AND gates"
  synth-warning-count: 1
  synth_area_mm2: 0.00872
  synth_flops: 32
  ys_seq_share_pct: 7.35
  synthAoiAreaFrac_pct: 34.3
  synth_cell_type_count: 79
  xor_share_pct: 2.81
  syn_avg_cell_area_um2: 6.76
  synth.area.mux_share_pct: 12.5
drt:
  drcViolationCount: 0
  via_per_inst: 5.90
  postRouteWirelength_um: 40800
  wire_per_inst_um: 23.8
  antennaDiodeCount: 0
  vias: 10095
  drt_pass1_iterations: 8
  drt_iter0_drc: 1124
  ant_nets: 0
sta:
  rsz0062_at_grt: "false"
  setup_tns_ns: 0
  setup_viol: 0
  max_slew_margin_pct: 34.2
  drv_slew: 0
  worstMarginPinSlew_ns: 0.977
  max_freq_ghz: 0.208
  post-route-min-period_ns: 4.80
  timing.final.crit_share_pct: 65.7
  hold_violations: 0
cts:
  cts_hold_buf: 0
  cts_resized: 0
  numCtsBuffers: 5
  cts_tree: "built"
  htreeDepth: 2
  clockBufferDepth: 2
  cts_sinks: 32
  post-cts-setup-buffers: 0
  clk_pin_slew_worst_paths_ns: 0.06
  cts_root_buf: "clkbuf_16"
final_layout:
  largest-register: "out"
  reg_top3: "out x32"
  layout-drive-gt1-share_pct: 6.41
  areaGrowthSynthToFinish_pct: 15.5
  instances_no_fill: 1710
  largest_register_ff_count: 32
grt:
  first_global_vias: 9613
  grt_pass1_wl_um: 60000
  grt_antenna_before_repair: 1
  grt_max_degree: 74
  grt_usage_pct: 27.9
  grt_overflow: 0
place:
  dp_hpwl_um: 32600
  routabilityCongestion: 1.07
  port-buffer-count: 100
  place_inst: 1702
power:
  power.density_mw_per_mm2: 122
  p_leak_nw: 4.17
  ir_drop_uv: 78.7
flow_run:
  warnings: 90
  maxCapViolCount: 0
min_path:
  holdCritPathClass: "in -> reg"
## power breakdown
| part | switching (W) | leakage [nW] | internal (W) | total (W) |
|---|---|---|---|---|
| sequential | 0.0000131 | 0.268 | 0.000199 | 0.000212 |
| clock | 0.0000893 | 0.0808 | 0.000161 | 0.000250 |
| combinational | 0.000477 | 3.82 | 0.000292 | 0.000769 |
| total | 0.000579 | 4.17 | 0.000652 | 0.00123 |
## metal layers
layer / wire length, um / share of wire [%] / track usage, % / vias to the layer above
met1: 18300 / 45 / 40.2 / 4798
met5: 0 / 0 / 0 / -
met2: 18100 / 44 / 43.2 / 486
met3: 3040 / 7.5 / 3.98 / 82
li1: - / - / - / 4729
met4: 1320 / 3.2 / 8.00 / 0
## cell usage after synthesis, drive strengths merged, types with 11 or more instances
master,n,area [um^2]
nand2,128,483
a21oi,124,636
nor4,11,75.1
o21ai,153,769
clkbuf,51,191
xnor2,20,175
nor2b,15,93.8
mux4,12,270
a222oi,11,110
o22ai,16,100
dfxtp,32,641
o211ai,19,148
nand2b,17,106
a31oi,11,68.8
nor2,124,470
buf,38,208
inv,109,409
nand3,26,130
nor3,26,141
o221ai,13,114
a211oi,17,138
ha,97,1210
mux2i,71,711
## path summary, 6_finish.rpt
check | slack [ns] | start | cells past startpoint | endpoint
worst max-delay path | 2.50 | y[3] | 14 | out[22]$_DFF_P_
worst min-delay path | 1.97 | funct[0] | 4 | out[11]$_DFF_P_
## per-stage QoR
| stage | hold WS, ns | setup slack, ns | cell area [um^2] | utilization [%] | total power, W |
|---|---|---|---|---|---|
| floorplan | 1.72 | 3.12 | 8720 | - | 0.000673 |
| global placement | 2.12 | 2.30 | 9900 | 34.6 | 0.000970 |
| detailed placement | 2.11 | 2.30 | 9900 | 34.6 | 0.000963 |
| CTS | 1.95 | 2.58 | 10100 | 35.2 | 0.00122 |
| global route | 2.01 | 2.22 | 10100 | 35.2 | 0.00130 |
| finish | 1.97 | 2.50 | 10100 | 35.2 | 0.00123 |
## cells by family (layout without fill, tap and decap cells)
group | count (synthesis) | after routing
mux | 93 | 93
xor+xnor | 28 | 28
fa+ha+maj | 99 | 99
simple gates | 376 | 376
flops | 32 | 32
buf+inv | 200 | 236
compound gates | 462 | 462
## layout by cell type, fill, tap and decap left out, types with 16 or more instances in the layout
cell               n
o21ai_0          139
nand2_1          127
nor2_1           122
a21oi_1          120
inv_1            104
ha_1              97
clkdlybuf4s50_1   95
mux2i_1           71
dfxtp_1           32
nand3_1           26
nor3_1            25
xnor2_1           20
o211ai_1          18
nand2b_1          17
buf_4             17
o22ai_1           16
## cell type report
type,instances,area (um^2)
inverters,111,417
repair buffers,117,1100
clock inverters,2,35.0
well taps,384,480
clock buffers,6,129
fillers,3069,18600
multi-input cells,1058,7260
flip-flops and latches,32,641
Power figures rest on the tool's default switching activity, not on a simulated workload.
