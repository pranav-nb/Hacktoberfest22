$ cat ./design.v
module top_module (
    input clk,
    input slowena,
    input reset,
    output [3:0] q);
always@(posedge clk) begin
        if(reset)
            q <= 4'b0;
        else 
            if(slowena) begin
                if(q == 4'd9)
                    q <= 4'b0;
                else
                    q<= q + 1'b1;
            end
    end
endmodule
$ cat ./run.sh
#!/bin/bash
# OpenROAD 26Q1-2900-gdf79404cd8, Yosys 0.63+post, stock flow scripts
make -C /OpenROAD-flow-scripts/flow DESIGN_CONFIG=/design/flow/config.mk WORK_HOME=/design/flow/orfs finish
$ cat ./config.mk
export PLATFORM = sky130hd
export DESIGN_NAME = top_module
export DESIGN_NICKNAME = top_module
export VERILOG_FILES = /design/flow/design.v
export SDC_FILE = /design/flow/constraint.sdc
export NUM_CORES = 4
export LEC_CHECK = 1
export CORE_AREA = 10 10 70 70
export DIE_AREA = 0 0 80 80
$ cat ./constraint.sdc
current_design top_module

set clk_period 1.7
set clk_io_pct 0.2

create_clock -name clk0 -period $clk_period [get_ports {clk}]

set non_clock_inputs [all_inputs -no_clocks]
set_input_delay [expr $clk_period * $clk_io_pct] -clock clk0 $non_clock_inputs
set_output_delay [expr $clk_period * $clk_io_pct] -clock clk0 [all_outputs]
==> results_tabular.tex <==
% Auto-generated results table
\begin{tabular}{lr}
\hline
Metric & Value \\
\hline
\multicolumn{2}{l}{\textbf{Flow run}} \\
OpenROAD warning count & 25 \\
Max capacitance violation total & 0 \\
\multicolumn{2}{l}{\textbf{Layout}} \\
Number of filler cells placed in the layout & 409 \\
Final std cell area, no fill & $\sim$320 um2 \\
Share of cells above drive strength 1 & 0.222 \\
Final instance count without filler cells & roughly 73 \\
Regs by FF count & q: 4 flops \\
Top register by number of flip-flops & q \\
Max reg flops & 4 \\
Most used logic cell in the final layout & sky130\_fd\_sc\_hd\_\_clkdlybuf4s50\_1 \\
Top cells excl fill/tap & sky130\_fd\_sc\_hd\_\_clkdlybuf4s50\_1 (6), sky130\_fd\_sc\_hd\_\_dfxtp\_1 (4), sky130\_fd\_sc\_hd\_\_clkbuf\_4 (3) \\
Area added between synthesis and finish & 78.3\% \\
\multicolumn{2}{l}{\textbf{Clock tree}} \\
Total CTS buffers & 3 \\
Clock tree root buffer cell & sky130\_fd\_sc\_hd\_\_clkbuf\_4 \\
Gates resized, CTS repair & 0 \\
Number of H-tree branching levels & 1 \\
Insertion Delay late pin & 230 ps \\
Clock tree from TritonCTS & built \\
Max Buffers Root-to-Sink & 2 \\
Total clock sinks & 4 \\
Clock-pin transition on the worst setup and hold timing paths & 40 ps \\
Number of hold buffers added after CTS & 0 \\
Number of buffers inserted by post-CTS setup repair & 0 \\
\multicolumn{2}{l}{\textbf{Synth}} \\
Post-synthesis xor/xnor area fraction & 0.0979 \\
Synth top area cells & sky130\_fd\_sc\_hd\_\_dfxtp\_1 (45\%), sky130\_fd\_sc\_hd\_\_xnor2\_1 (9.8\%), sky130\_fd\_sc\_hd\_\_o32ai\_2 (9.1\%), sky130\_fd\_sc\_hd\_\_mux2\_2 (6.3\%), sky130\_fd\_sc\_hd\_\_a21oi\_1 (5.6\%) \\
Synthesis Warnings & 4 \\
Number of cell instances after yosys synthesis & 18 \\
Per-instance average area after synthesis & 9.94 um2 \\
Simple-Gate Fraction of Synth Area & 0.175 \\
Aoi share & 0.196 \\
Yosys Chip Area & between 150 and 200 um2 \\
Number of synthesized register bits & 4 \\
Max-area cell share & 0.448 \\
Arithmetic-cell share of the synthesized area counting full adders, half adders and majority gates & 0 \\
Summed instance area of the synthesized netlist & between 150 and 200 um2 \\
Main combinational cell family by area after synthesis & AND-OR/OR-AND gates \\
Multiplexer share & 0.0629 \\
Post-Synthesis Cells & 18 \\
Number of library cell types mapped by synthesis & 11 \\
Register area share after synthesis & 0.448 \\
Post-synthesis cell type with the largest combined area & sky130\_fd\_sc\_hd\_\_dfxtp\_1 \\
\multicolumn{2}{l}{\textbf{STA}} \\
Final count of pins violating max slew & 0 \\
RSZ-0062 raised after global routing & no \\
Sum of negative setup slack & 0 ps \\
Slew margin rel. & 0.854 \\
Worst-margin pin slew & 219 ps \\
Final setup fails & 0 \\
Highest Clock Rate & 0.654 GHz \\
Period minus WS final & 1530 ps \\
Final worst-path cycle share & 0.899 \\
Fin. Hold Viols & 0 \\
Setup skew after layout & 0.185 ps \\
Final setup slack of the worst path & 171 ps \\
\multicolumn{2}{l}{\textbf{Setup path}} \\
Crit path cell chain & clkdlybuf4s50\_1 \\
Kind of start point of the critical path & flop \\
Crit path DRT & 1360 ps \\
Critical Path Sink Type & output pin \\
Signal arrival time at the worst endpoint & 1190 ps \\
Maximum cell stage delay along the critical path & 530 ps \\
Cell at the slowest stage of the critical path & sky130\_fd\_sc\_hd\_\_clkdlybuf4s50\_1 \\
Crit path max fanout & 6 \\
Cell family with the largest share of critical-path delay & buffers and inverters \\
WP buf/inv & 1 \\
WS Path Type & flop to output pin \\
\multicolumn{2}{l}{\textbf{Drt}} \\
Total antenna diodes in the routed design & 0 \\
TritonRoute pass-1 iters & 4 \\
Post-detailed-route count of antenna-violating nets & 0 \\
Number of remaining DRC errors & 0 \\
Iter 0 DRT Violations & 8 \\
Routed wirelength normalized by instance count & $\sim$6.6 um \\
Average vias per placed instance & about 2.2 \\
Wire length reported by the detailed router & 482 um \\
Number of vias after detailed routing & 162 \\
\multicolumn{2}{l}{\textbf{Power and ir drop}} \\
Leakage component of the power & 0.0922 nW \\
Total power of the final layout & about 0.00025 W \\
Switching share of total power & 0.212 \\
Peak ir drop on the vdd network & between 0.0004 and 0.0005 V \\
Power density over cell area & 780 nW/um2 \\
Net switching power figure & 0.0000528 W \\
Cell-internal power & 0.000196 W \\
Clock network fraction of total power & 0.464 \\
Comb pwr share & 0.113 \\
Portion of total power attributed to sequential cells & 0.423 \\
\multicolumn{2}{l}{\textbf{Placed design}} \\
Number of port buffers & 6 \\
Placement Setup Slack & 168 ps \\
Placed wire-length estimate after detailed placement & 391 um \\
Cell Count Post-Placement & 70 \\
Routability congestion estimate & 0.686 \\
Placement Cell Area & a little under 300 um2 \\
\multicolumn{2}{l}{\textbf{Min path}} \\
Worst Hold Class & flop to flop \\
\multicolumn{2}{l}{\textbf{Global routing}} \\
Total congestion overflow after global routing & 0 \\
Met2 track demand over resource in global routing & 0.0152 \\
Met3 usage & 0.0170 \\
Layer with the highest usage after global routing & met1 \\
Pin count of the biggest net entering global routing & 7 \\
Routing usage on met1 & 0.0226 \\
Global-route wire length before repair & 752 um \\
Number of global-route vias before repair & 167 \\
Initial antenna violation count & 0 \\
GRT Overall Usage & 0.0160 \\
\multicolumn{2}{l}{\textbf{Die}} \\
Count of standard-cell rows & 21 \\
Area of the die & roughly 6400 um2 \\
Horizontal die dimension & 80 um \\
DIE HEIGHT & 80 um \\
I/O pin count & 7 \\
Initial standard-cell utilization of the core & 0.0524 \\
Total core area & between 3000 and 4000 um2 \\
\multicolumn{2}{l}{\textbf{Outcome}} \\
Outcome & complete, no violations \\
\hline
\end{tabular}
-- power by group through the flow --
stage	combinational, W	sequential (W)	clock [W]
4_1_cts	0.0000285	0.000105	0.000122
5_1_grt	0.0000306	0.000106	0.000134
6_report	0.0000281	0.000105	0.000115
-- final timing paths --
check	slack, ps	from	cells past startpoint	end
worst max-delay path	170	q[1]$_SDFFE_PP0P_	1	q[1]
worst min-delay path	550	q[3]$_SDFFE_PP0P_	2	q[3]$_SDFFE_PP0P_
worst max register to register	610	q[1]$_SDFFE_PP0P_	3	q[3]$_SDFFE_PP0P_
worst min register to register	550	q[3]$_SDFFE_PP0P_	2	q[3]$_SDFFE_PP0P_
-- final cells by class --
class,instances,area (um2),share of cell area
Multi-Input combinational cell,13,95.1,0.298
Sequential cell,4,80.1,0.251
Timing Repair Buffer,6,60.1,0.188
Tap cell,46,57.6,0.180
Clock buffer,3,22.5,0.0706
Inverter,1,3.75,0.0118
-- cell families (layout without fill, tap and decap cells) --
logic type                count (synthesis)  in the layout
DFF                                       4              4
xor gates and xnor gates                  2              2
buffers and inverters                     1             10
muxes                                     1              1
AOI/OAI and AO/OA                         4              4
and+or+nand+nor                           6              6
-- synthesized netlist by cell type --
library cell               number
sky130_fd_sc_hd__a211o_1        1
sky130_fd_sc_hd__mux2_2         1
sky130_fd_sc_hd__xnor2_1        2
sky130_fd_sc_hd__nand2_1        2
sky130_fd_sc_hd__nand2b_1       1
sky130_fd_sc_hd__nor2_1         2
sky130_fd_sc_hd__a21oi_1        2
sky130_fd_sc_hd__inv_1          1
sky130_fd_sc_hd__o32ai_2        1
sky130_fd_sc_hd__dfxtp_1        4
sky130_fd_sc_hd__nand3_2        1
-- routing by layer --
metal	vias up	share of wire
met5	-	0
met4	0	0
met3	0	0.15
met2	12	0.25
met1	70	0.61
li1	80	-
-- through the flow --
stage               hold WS, ps    util
detailed placement          539  0.0868
finish                      545  0.0934
global placement            512  0.0868
global route                566  0.0934
floorplan                   409       -
CTS                         543  0.0934
Power and IR drop assume default switching activity.
